**run.sh**
```bash
#!/bin/bash
# OpenROAD 26Q1-2900-gdf79404cd8, Yosys 0.63+post, stock flow scripts
make -C /OpenROAD-flow-scripts/flow DESIGN_CONFIG=/design/flow/config.mk WORK_HOME=/design/flow/orfs finish
```
**config.mk**
```make
export PLATFORM = sky130hd
export DESIGN_NAME = divider
export DESIGN_NICKNAME = divider
export VERILOG_FILES = /design/flow/design.v
export SDC_FILE = /design/flow/constraint.sdc
export NUM_CORES = 4
export LEC_CHECK = 1
export CORE_AREA = 10 10 76 76
export DIE_AREA = 0 0 86 86
```
**design.v**
```verilog
`timescale 1ns / 1ps
module divider(
    input clk,
    input rst_n,
    input en,
    output reg scl_clk
    );
parameter DIVIDER = 500;   
reg [15:0] counter;        
always @(posedge clk or negedge rst_n) begin
    if (!rst_n) begin
        counter <= 0;
        scl_clk <= 1'b1;
    end else if (en) begin
        if (counter == DIVIDER - 1) begin
            counter <= 0;
            scl_clk <= ~scl_clk;   
        end else begin
            counter <= counter + 1;
        end
    end else begin
        counter <= 0;
        scl_clk <= 1'b1; 
    end
end
endmodule
```
**constraint.sdc**
```tcl
current_design divider

set clk_period 3.3
set clk_io_pct 0.2

create_clock -name clk0 -period $clk_period [get_ports {clk}]

set non_clock_inputs [all_inputs -no_clocks]
set_input_delay [expr $clk_period * $clk_io_pct] -clock clk0 $non_clock_inputs
set_output_delay [expr $clk_period * $clk_io_pct] -clock clk0 [all_outputs]
```
==> flow_metrics.py <==
# Flow results
metrics = {
    "status": {
        "status": "completed",
    },
    "power_and_ir_drop": {
        "p_switching_uw": 76.54,
        "swShare_pct": 20.20,
        "ir_drop_v": 0.0003089,
        "p_clk_share_pct": 39.3,
        "power.density_mw_per_mm2": 394.9,
        "p_seq_share_pct": 56.7,
        "p_comb_share_pct": 4.0,
        "internal_power_uw": 302.4,
        "p_leak_nw": 0.3768,
    },
    "routing": {
        "wire_per_inst_um": 10.26,
        "via_count": 588,
        "drt_wl_total_um": 1395,
        "drt_iter0_markers": 24,
        "drc": 0,
        "n_antenna_cell": 0,
        "dr.pass1.iters": 4,
        "postRouteAntennaNets": 0,
        "via_per_inst": 4.324,
    },
    "worst_setup_path": {
        "cp.required_ns": 2.64,
        "cpMaxStageDelayCell": "dfstp_2",
        "crit_family": "flip-flops",
        "worstSetupPathType": "reg -> out",
        "cp.buffers_inverters": 1,
        "startpoint_type": "flop",
        "critical_path_peak_fanout": 2,
        "cp.arrival_ns": 1.25,
        "path_cells": "clkdlybuf4s50_1",
        "ff2ff_path_depth": 5,
        "cp_num_cells": 1,
        "crit_path_max_incr_delay_ns": 0.54,
        "critPathCaptureType": "output pin",
    },
    "final_timing": {
        "worst_slew_pin_slew_ns": 0.7198,
        "setup_viol": 0,
        "fin_worst_skew_ns": 0.002097,
        "fin_ws_ns": 1.392,
        "tns_ns": 0,
        "relSlewSlack_pct": 51.86,
        "clock.fmax_mhz": 524.2,
        "drv_slew": 0,
        "final-hold-violation-count": 0,
        "finalCriticalPeriod_ns": 1.908,
        "rsz0062_at_grt": "false",
        "finalClockPeriodUsage_pct": 57.81,
        "whs_ns": 0.4947,
    },
    "logic_synthesis": {
        "ys_seq_elements": 17,
        "synth_cell_types": 20,
        "syn_inst": 81,
        "synth-async-reset-ratio_pct": 100.0,
        "aoi_share_pct": 0,
        "ys_sh_adder_pct": 1.493,
        "yosysWarnings": 1,
        "xor_share_pct": 15.67,
        "ys_sh_simple_pct": 30.00,
        "yosys-mux-area-fraction_pct": 0,
        "netlist_logic_family_top": "simple AND/OR/NAND/NOR gates",
        "syn_area_per_cell_um2": 10.35,
        "synth_seq_share_pct": 50.90,
        "ys.flop_type": "dfrtp_1",
        "synth_stat.cells": 81,
        "ys_area_um2": 838.3,
        "synthesis.area_um2": 838.3,
        "edf_count": 0,
    },
    "place": {
        "place_inst": 132,
        "gp_congestion": 0.8090,
        "preCtsSetupSlack_ns": 1.649,
        "hpwl_um": 977,
        "io_buffers": 3,
    },
    "cells_and_area": {
        "layout-drive-gt1-share_pct": 10.47,
        "fin_util_pct": 23.32,
        "fill_cells": 442,
        "area_delta_synth_final_pct": 14.48,
        "final_cells": 136,
    },
    "die": {
        "die-area_mm2": 0.007396,
        "fp-row-count": 23,
        "fp_util_pct": 20.37,
        "die_w_um": 86,
        "core-area_mm2": 0.004115,
        "io_pins": 4,
        "fp.dieH_um": 86,
    },
    "grt": {
        "grt_pass1_vias": 575,
        "grt_max_degree": 18,
        "antenna_found_initial": 0,
        "grt_first_pass_wirelength_um": 2601,
        "overflow": 0,
        "track_usage_pct": 4.126,
    },
    "cts": {
        "cts_setup_buffers": 0,
        "insertion_delay_ns": 0.24,
        "cts_hold_buf": 0,
        "cts.sinks": 17,
        "cts_made_buffers": 3,
        "cts_tree": "done",
        "cts_root_buffer": "clkbuf_8",
        "cts_resized": 0,
        "cts.clk_slew.worst_paths_ns": 0.06,
        "cts_buffer_depth": 2,
        "htreeDepth": 1,
    },
    "min_path": {
        "hp-class": "reg -> reg",
        "min_path_cells": 1,
    },
    "job": {
        "warnings": 25,
        "cap_violations": 0,
    },
}
## state kept, by name, indices dropped and copies added (netlist names)
signal,cells
scl_clk,1
counter,16
## final cells by class
| class | count | area, um^2 | share of cell area, % |
|---|---|---|---|
| multi-input cells | 62 | 395.4 | 41.20 |
| clock buffers | 4 | 45.04 | 4.694 |
| well taps | 50 | 62.56 | 6.519 |
| flip-flops and latches | 17 | 426.7 | 44.46 |
| repair buffers | 3 | 30.03 | 3.129 |
## logic make-up (layout without fill, tap and decap cells)
kind of cell	Yosys count	in the layout
buf+inv	2	7
fa+ha+maj	1	1
flops	17	17
xor+xnor	15	15
simple gates	46	46
## layer usage
metal / global-route usage [%] / up-vias / wire [um]
li1: - / 290 / -
met1: 6.287 / 274 / 729
met2: 5.409 / 22 / 542
met3: 1.811 / 2 / 118
met4: 0.2994 / 0 / 4
met5: 0 / - / 0
## stage by stage
step                instance area, um^2  total power, mW
finish                            959.7           0.3790
global route                      959.7           0.4000
CTS                               959.7           0.3844
detailed placement                914.6           0.2346
global placement                  914.6           0.2335
floorplan                         838.3           0.2270
## cells in the mapped netlist (2+ instances only)
cell | n | area, um^2
dfrtp_1 | 16 | 400.4
nor2_1 | 13 | 48.80
xor2_1 | 8 | 70.07
xnor2_1 | 7 | 61.31
nand2_1 | 5 | 18.77
nand3_1 | 5 | 25.02
nand4_1 | 5 | 31.28
and4_1 | 3 | 26.28
nor2_2 | 3 | 18.77
nor3_1 | 3 | 15.01
nor4_1 | 3 | 18.77
nor4b_1 | 2 | 17.52
## worst paths after layout
| kind | start | endpoint | slack [ns] |
|---|---|---|---|
| max | scl_clk | scl_clk | 1.39 |
| min | counter[0] | counter[0] | 0.49 |
| min in group asynchronous | rst_n | counter[13] | 0.84 |
| max reg2reg | counter[0] | counter[8] | 1.70 |
| max in group asynchronous | rst_n | counter[7] | 2.00 |
| min reg2reg | counter[0] | counter[0] | 0.49 |
## placed cells by master, fill, tap and decap left out
cell,netlist,layout
dfrtp_1,16,16
nand3_1,5,5
nand2_1,5,5
nand2_2,1,1
ha_1,1,1
and3_1,1,1
nor2_2,3,3
xnor2_1,7,7
clkdlybuf4s50_1,0,3
dfstp_2,1,1
xor2_1,8,8
nor3_1,3,3
nand4_2,1,1
clkbuf_8,0,3
and4_1,3,3
nor4b_1,2,2
nand4_1,5,5
nor2_1,13,13
and2_1,1,1
clkbuf_1,0,1
nor4_1,3,3
## power groups by stage
stage                 combinational (mW)  sequential [mW]  clock, mW
after global routing              0.0179            0.216      0.167
final                             0.0151            0.215      0.149
after CTS                         0.0159            0.215      0.154
Power is estimated from default activity; no workload was simulated.
