--- flow/run.sh ---
#!/bin/bash
# OpenROAD 26Q1-2900-gdf79404cd8, Yosys 0.63+post, stock flow scripts
make -C /OpenROAD-flow-scripts/flow DESIGN_CONFIG=/design/flow/config.mk WORK_HOME=/design/flow/orfs finish
--- flow/config.mk ---
export PLATFORM = sky130hd
export DESIGN_NAME = Temperature
export DESIGN_NICKNAME = Temperature
export VERILOG_FILES = /design/flow/design.v
export SDC_FILE = /design/flow/constraint.sdc
export NUM_CORES = 4
export LEC_CHECK = 1
export CORE_UTILIZATION = 50
--- flow/constraint.sdc ---
current_design Temperature

set clk_period 4.0
set clk_io_pct 0.2

create_clock -name clk0 -period $clk_period [get_ports {clk}]

set non_clock_inputs [all_inputs -no_clocks]
set_input_delay [expr $clk_period * $clk_io_pct] -clock clk0 $non_clock_inputs
set_output_delay [expr $clk_period * $clk_io_pct] -clock clk0 [all_outputs]
--- flow/design.v ---
`timescale 1ns / 1ps
module Temperature(
    input        clk,
    input        rst_n,
    input        en,
    input        wr_rd,        
    input  [6:0] slave_addr,   
    input  [7:0] reg_addr,     
    input  [7:0] data_wr,      
    output [15:0] data_rd,     
    output [7:0] state,
    output       scl,
    inout        sda
);
parameter s_idle           = 8'd0;   
parameter s_start          = 8'd1;   
parameter s_send_slaveAddr = 8'd2;   
parameter s_receive_ack    = 8'd3;   
parameter s_send_regAddr   = 8'd4;   
parameter s_send_data      = 8'd5;   
parameter s_receive_data   = 8'd6;   
parameter s_send_ack       = 8'd7;   
parameter s_stop           = 8'd8;   
parameter write            = 8'd9;   
parameter s_restart        = 8'd10;  
reg       scl;
reg       sda_reg;
reg [15:0] data_rd;
reg [7:0] state;            
reg [7:0] state_pre;        
reg [7:0] shift_data;
reg [3:0] bit_cnt;          
reg [3:0] cnt;              
reg       flag;             
reg       state_already;    
reg       cnt_state;        
reg       once;             
reg [1:0] byte_cnt;         
assign sda = (flag) ? sda_reg : 1'bz;
always @ (posedge clk, negedge rst_n)
begin
    if(!rst_n)
    begin
        scl        <= 1'b1;
        sda_reg    <= 1'b1;
        state      <= s_idle;
        state_pre  <= s_idle;
        shift_data <= 8'd0;
        bit_cnt    <= 4'd0;
        cnt        <= 4'd0;
        byte_cnt   <= 2'd0;
        flag       <= 1'b0;
        once       <= 1'b0;
        data_rd    <= 16'd0;
    end
    else if(!en) begin
        once       <= 1'b0;
    end
    else
    begin
        case(state)
            s_idle:
            begin
                scl        <= 1'b1;
                sda_reg    <= 1'b1;
                state      <= s_idle;
                state_pre  <= s_idle;
                shift_data <= 8'd0;
                bit_cnt    <= 4'd0;
                cnt        <= 4'd0;
                byte_cnt   <= 2'd0;
                if(en && !once) 
                begin
                    state <= s_start;
                    flag  <= 1'b1;
                    once  <= 1'b1;
                end
                if(!en) 
                    once  <= 1'b0;
            end
            s_start:
            begin
                case(cnt)
                    4'd0:
                    begin
                        scl     <= 1'b0;
                        sda_reg <= 1'b1;
                        cnt     <= cnt + 1'b1;
                    end
                    4'd1:
                    begin
                        scl     <= 1'b0;
                        sda_reg <= 1'b1;
                        flag    <= 1'b1;
                        cnt     <= cnt + 1'b1;
                    end
                    4'd2:
                    begin
                        scl     <= 1'b1;
                        sda_reg <= 1'b1;
                        cnt     <= cnt + 1'b1;
                    end
                    4'd3:
                    begin
                        scl         <= 1'b1;
                        sda_reg     <= 1'b0;
                        state       <= write;
                        if(state_pre == s_receive_ack && byte_cnt == 2'd0)
                        begin
                            state_pre  <= s_start;
                            shift_data <= {slave_addr[6:0], 1'b1};  
                        end
                        else
                        begin
                            state_pre  <= s_send_slaveAddr;
                            shift_data <= {slave_addr[6:0], 1'b0};  
                        end
                        cnt         <= 4'd0;
                    end
                    default: 
                    begin
                        state <= s_stop;
                    end
                endcase
            end
            write:
            begin
                case(cnt)
                    4'd0:
                    begin
                        scl <= 1'b0;
                        cnt <= cnt + 1'b1;
                    end
                    4'd1:
                    begin
                        scl     <= 1'b0;
                        sda_reg <= shift_data[7 - bit_cnt];
                        flag    <= 1'b1;
                        bit_cnt <= bit_cnt + 1;
                        cnt     <= cnt + 1'b1;
                    end
                    4'd2:
                    begin
                        scl <= 1'b1;
                        cnt <= cnt + 1'b1;
                    end
                    4'd3:
                    begin
                        scl <= 1'b1;
                        cnt <= 4'd0;
                        if(bit_cnt == 8) 
                        begin
                            state <= s_receive_ack;
                            bit_cnt <= 4'd0;
                        end
                    end
                    default: 
                    begin
                        state <= s_stop;
                    end
                endcase
            end
            s_receive_ack:
            begin
                case(cnt)
                    4'd0:
                    begin
                        scl <= 1'b0;
                        cnt <= cnt + 1'b1;
                    end
                    4'd1:
                    begin
                        scl  <= 1'b0;
                        flag <= 1'b0;  
                        cnt  <= cnt + 1'b1;
                    end
                    4'd2:
                    begin
                        scl <= 1'b1;
                        cnt <= cnt + 1'b1;
                    end
                    4'd3:
                    begin
                        scl <= 1'b1;
                        cnt <= 4'd0;
                        if(sda == 1'b0)
                        begin
                            if(state_pre == s_send_slaveAddr)
                            begin
                                state <= write;
                                state_pre <= s_send_regAddr;
                                shift_data <= reg_addr;
                            end
                            else if(state_pre == s_send_regAddr)
                            begin
                                if(!wr_rd)
                                begin
                                    state <= write;
                                    state_pre  <= s_send_data;
                                    shift_data <= data_wr;
                                end
                                else if(wr_rd)
                                begin
                                    state <= s_start;  
                                    state_pre <= s_receive_ack;
                                end
                            end
                            else if(state_pre == s_send_data)
                            begin
                                state <= s_stop;
                            end
                            else if(state_pre == s_start)
                            begin
                                state <= s_receive_data;  
                            end
                        end
                        else 
                        begin
                            state <= s_stop;
                        end
                    end
                endcase
            end
            s_receive_data:
            begin
                case(cnt)
                    4'd0:
                    begin
                        scl <= 1'b0;
                        cnt <= cnt + 1'b1;
                    end
                    4'd1:
                    begin
                        scl  <= 1'b0;
                        flag <= 1'b0;  
                        cnt  <= cnt + 1'b1;
                    end
                    4'd2:
                    begin
                        scl <= 1'b1;  
                        cnt <= cnt + 1'b1;
                    end
                    4'd3:
                    begin
                        scl <= 1'b1;
                        if(byte_cnt == 2'd0)
                            data_rd[15 - bit_cnt] <= sda;  
                        else
                            data_rd[7 - bit_cnt] <= sda;   
                        bit_cnt <= bit_cnt + 1;
                        cnt     <= 4'd0;
                        if(bit_cnt == 4'd7)
                        begin
                            bit_cnt <= 4'd0;
                            if(byte_cnt == 2'd0)
                            begin
                                state    <= s_send_ack;
                                byte_cnt <= byte_cnt + 1'b1;
                            end
                            else
                            begin
                                state    <= s_send_ack;
                            end
                        end
                    end
                endcase
            end
            s_send_ack:
            begin
                case(cnt)
                    4'd0:
                    begin
                        scl <= 1'b0;
                        cnt <= cnt + 1'b1;
                    end
                    4'd1:
                    begin
                        scl <= 1'b0;
                        if(byte_cnt == 2'd1 && bit_cnt == 4'd0)
                            sda_reg <= 1'b0;  
                        else
                            sda_reg <= 1'b1;  
                        flag <= 1'b1;
                        cnt  <= cnt + 1'b1;
                    end
                    4'd2:
                    begin
                        scl <= 1'b1;
                        cnt <= cnt + 1'b1;
                    end
                    4'd3:
                    begin
                        scl <= 1'b1;
                        cnt <= 4'd0;
                        if(byte_cnt == 2'd1 && bit_cnt == 4'd0)
                        begin
                            state  <= s_receive_data;
                            bit_cnt <= 4'd0;
                        end
                        else
                        begin
                            state <= s_stop;
                            byte_cnt <= 2'd0;
                        end
                    end
                    default: 
                    begin
                        state <= s_stop;
                    end
                endcase
            end
            s_stop:
            begin
                case(cnt)
                    4'd0:
                    begin
                        scl     <= 1'b0;
                        sda_reg <= 1'b0;  
                        flag    <= 1'b1;
                        cnt     <= cnt + 1'b1;
                    end
                    4'd1:
                    begin
                        scl     <= 1'b1;
                        sda_reg <= 1'b0;
                        cnt     <= cnt + 1'b1;
                    end
                    4'd2:
                    begin
                        scl     <= 1'b1;
                        sda_reg <= 1'b1;
                        cnt     <= cnt + 1'b1;
                    end
                    4'd3:
                    begin
                        state   <= s_idle;
                        scl     <= 1'b1;
                        sda_reg <= 1'b1;
                        cnt     <= 4'd0;
                        byte_cnt <= 2'd0;
                    end
                    default: 
                    begin
                        state <= s_stop;
                    end
                endcase
            end
        endcase
    end
end
endmodule
==> flow_metrics.env <==
# implementation run metrics
export IMPL_fp_util_pct=51.70
export IMPL_postCtsHoldBufs=0
export IMPL_ys_area_mm2=0.003730
export IMPL_synthArstFlopShare_pct=100.0
export IMPL_synth_most_common_cell="dfrtp_1"
export IMPL_first_error="[error] [KeplerFormal.cpp:679] Workflow failed: Iso has multiple drivers: .sda0, sda$_DFFE_PN1P_.Q0"
export IMPL_cts_sinks=46
export IMPL_syn_area_per_cell_um2=8.944
export IMPL_clock_path_buffers=2
export IMPL_syn_instance_count=417
export IMPL_ys_warn_count=2
export IMPL_gp_congestion=0.9413
export IMPL_cts_setup_buffers=0
export IMPL_synth_seq_share_pct=30.93
export IMPL_ys_types=76
export IMPL_ys_flops=46
export IMPL_cts_resized=0
export IMPL_yosys_cells=417
export IMPL_status="did not finish"
export IMPL_top_area_share_pct=29.52
export IMPL_topCellsByArea="dfrtp_1 30%, ha_1 4.7%, mux2_2 3.9%"
export IMPL_largest_area_cell="dfrtp_1"
export IMPL_synthFlopType="dfrtp_1"
export IMPL_num_io_pins=53
export IMPL_numCtsBuffers=5
export IMPL_edf_count=0
export IMPL_dieWidth_um=88.37
export IMPL_cts_htree_levels=2
export IMPL_cts_root_buffer="clkbuf_8"
export IMPL_stop_stage="clock tree synthesis"
export IMPL_netlist_area_mm2=0.003730
export IMPL_die_h_um=88.37
export IMPL_io_buffers=47
export IMPL_rows=31
export IMPL_dp_hpwl_um=6699
export IMPL_pre_cts_ws_ps=817.3
export IMPL_ys_top_cells_by_count="44 x dfrtp_1, 35 x nand2_1, 27 x nor2_1"
==> through the flow <==
stage	total power, W	hold WS [ps]	cell area [µm²]	cells
after detailed placement	0.001654	457.3	4185	539
after floorplan	0.001411	432.5	3741	420
after global placement	0.001649	452.9	4185	539
==> kinds of logic after synthesis <==
| logic type | Yosys count | share of synthesized area (%) |
|---|---|---|
| simple gates | 145 | 22.41 |
| compound gates | 128 | 24.79 |
| buf+inv | 49 | 6.575 |
| flops | 46 | 30.93 |
| mux | 31 | 9.594 |
| fa+ha+maj | 14 | 4.696 |
| xor+xnor | 3 | 0.9059 |
| other cells | 1 | 0.1005 |
Power and IR drop assume default switching activity.
